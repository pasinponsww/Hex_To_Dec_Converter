==> design.v <==
module ascii_hex_digit(
    input  wire [7:0] ch_i,
    output reg  [3:0] nibble_o,
    output reg        valid_o
);
    always @* begin
        valid_o  = 1'b1;
        case (ch_i)
            8'h30: nibble_o = 4'h0;  
            8'h31: nibble_o = 4'h1;
            8'h32: nibble_o = 4'h2;
            8'h33: nibble_o = 4'h3;
            8'h34: nibble_o = 4'h4;
            8'h35: nibble_o = 4'h5;
            8'h36: nibble_o = 4'h6;
            8'h37: nibble_o = 4'h7;
            8'h38: nibble_o = 4'h8;
            8'h39: nibble_o = 4'h9;
            8'h41,8'h61: nibble_o = 4'hA;  
            8'h42,8'h62: nibble_o = 4'hB;  
            8'h43,8'h63: nibble_o = 4'hC;  
            8'h44,8'h64: nibble_o = 4'hD;  
            8'h45,8'h65: nibble_o = 4'hE;  
            8'h46,8'h66: nibble_o = 4'hF;  
            default: begin nibble_o = 4'h0; valid_o = 1'b0; end
        endcase
    end
endmodule
module ascii_hex_to_dec_core #(
    parameter integer BIN_WIDTH = 32, 
    parameter integer DIGITS    = 10
)(
    input  wire                 clk,
    input  wire                 rst_n,
    input  wire [7:0]           ascii_i,
    input  wire                 valid_i,
    input  wire                 last_i,
    output wire                 ready_o,
    output reg                  done_o,
    output reg                  err_o,
    output reg  [DIGITS*4-1:0]  bcd_o,
    output reg  [DIGITS-1:0]    digit_en_o
);
    wire [BIN_WIDTH-1:0] bin_w;
    wire [5:0]           nibbles_w;  
    wire                 acc_ready_w, acc_word_ready_w;  
    wire                 acc_err_w;   
    hex_to_bin #(.WIDTH(BIN_WIDTH)) u_hex2bin (
        .clk(clk), .rst_n(rst_n),
        .ascii_i(ascii_i), .valid_i(valid_i), .last_i(last_i),
        .ready_o(acc_ready_w), .err_o(acc_err_w),
        .bin_o(bin_w), .nibble_count_o(nibbles_w), .word_ready_o(acc_word_ready_w)
    );
    assign ready_o = acc_ready_w;  
    reg start_bcd;
    wire bcd_busy, bcd_done;  
    wire [DIGITS*4-1:0] bcd_w;  
    bin_to_bcd #(.IN_WIDTH(BIN_WIDTH), .DIGITS(DIGITS)) u_b2b (
        .clk(clk), .rst_n(rst_n),
        .start_i(start_bcd), .bin_i(bin_w),
        .busy_o(bcd_busy), .done_o(bcd_done), .bcd_o(bcd_w)
    );
    reg converting;  
    always @(posedge clk or negedge rst_n) begin
        if (!rst_n) begin
            start_bcd <= 1'b0; converting <= 1'b0; done_o <= 1'b0; err_o <= 1'b0;
            bcd_o <= 0; digit_en_o <= 0;
        end else begin
            done_o <= 1'b0;  
            if (acc_word_ready_w && !converting) begin
                err_o <= acc_err_w;  
                start_bcd <= 1'b1;   
                converting <= 1'b1;  
            end else begin
                start_bcd <= 1'b0;  
            end
            if (bcd_done && converting) begin
                converting <= 1'b0;  
                bcd_o <= bcd_w;      
                digit_en_o <= lz_mask(bcd_w);  
                if (is_zero(bcd_w)) begin
                    digit_en_o <= {{(DIGITS-1){1'b0}}, 1'b1};
                end
                done_o <= 1'b1;
            end
        end
    end
    function [DIGITS-1:0] lz_mask(input [DIGITS*4-1:0] b);
        integer k;
        reg seen;
        begin
            seen = 1'b0;
            for (k = DIGITS-1; k >= 0; k = k - 1) begin
                if (!seen && b[k*4 +: 4] == 4'd0) lz_mask[k] = 1'b0;
                else begin
                    seen = 1'b1;
                    lz_mask[k] = 1'b1;
                end
            end
        end
    endfunction
    function is_zero(input [DIGITS*4-1:0] b);
        integer k;
        begin
            is_zero = 1'b1;
            for (k = 0; k < DIGITS; k = k + 1) begin
                if (b[k*4 +: 4] != 4'd0) is_zero = 1'b0;
            end
        end
    endfunction
endmodule
module bin_to_bcd #(
    parameter integer IN_WIDTH = 32,
    parameter integer DIGITS   = 10
)(
    input  wire                 clk,
    input  wire                 rst_n,
    input  wire                 start_i,
    input  wire [IN_WIDTH-1:0]  bin_i,
    output reg                  busy_o,
    output reg                  done_o,
    output reg  [DIGITS*4-1:0]  bcd_o
);
    localparam integer CNT_W = $clog2(IN_WIDTH+1);
    reg [IN_WIDTH-1:0] shift_reg;    
    reg [DIGITS*4-1:0] bcd_reg;      
    reg [CNT_W-1:0]    cnt;          
    integer d;  
    always @(posedge clk or negedge rst_n) begin
        if (!rst_n) begin
            busy_o <= 1'b0; done_o <= 1'b0; shift_reg <= 0; bcd_reg <= 0; cnt <= 0; bcd_o <= 0;
        end else begin
            done_o <= 1'b0;  
            if (start_i && !busy_o) begin
                busy_o <= 1'b1;
                shift_reg <= bin_i;
                bcd_reg <= {DIGITS*4{1'b0}};
                cnt <= IN_WIDTH[CNT_W-1:0];
            end else if (busy_o) begin
                for (d = 0; d < DIGITS; d = d + 1) begin
                    if (bcd_reg[d*4 +: 4] >= 5)
                        bcd_reg[d*4 +: 4] <= bcd_reg[d*4 +: 4] + 4'd3;
                end
                bcd_reg   <= {bcd_reg[DIGITS*4-2:0], shift_reg[IN_WIDTH-1]};
                shift_reg <= {shift_reg[IN_WIDTH-2:0], 1'b0};
                cnt <= cnt - 1'b1;
                if (cnt == 0) begin
                    busy_o <= 1'b0;
                    done_o <= 1'b1;
                    bcd_o  <= bcd_reg;
                end
            end
        end
    end
endmodule
module hex_to_bin #(
    parameter integer WIDTH = 32
)(
    input  wire        clk,
    input  wire        rst_n,
    input  wire [7:0]  ascii_i,
    input  wire        valid_i,
    input  wire        last_i,
    output wire        ready_o,        
    output reg         err_o,          
    output reg  [WIDTH-1:0] bin_o,     
    output reg  [5:0]  nibble_count_o, 
    output reg         word_ready_o    
);
    wire [3:0] nib;
    wire       nib_valid;
    ascii_hex_digit u_d(.ch_i(ascii_i), .nibble_o(nib), .valid_o(nib_valid));
    localparam integer MAX_NIBBLES = WIDTH/4;  
    reg in_word;  
    assign ready_o = (nibble_count_o < MAX_NIBBLES) || !in_word;
    always @(posedge clk or negedge rst_n) begin
        if (!rst_n) begin
            in_word         <= 1'b0;
            err_o           <= 1'b0;
            bin_o           <= {WIDTH{1'b0}};
            nibble_count_o  <= 6'd0;
            word_ready_o    <= 1'b0;
        end else begin
            word_ready_o <= 1'b0;  
            if (!in_word && valid_i) begin
                in_word        <= 1'b1;
                bin_o          <= {WIDTH{1'b0}};
                nibble_count_o <= 6'd0;
                err_o          <= 1'b0;
            end
            if (in_word && valid_i) begin
                if (!nib_valid) err_o <= 1'b1;
                if (nibble_count_o < MAX_NIBBLES) begin
                    bin_o <= (bin_o << 4) | nib;
                    nibble_count_o <= nibble_count_o + 1'b1;
                end
                if (last_i) begin
                    word_ready_o <= 1'b1;
                    in_word <= 1'b0;  
                end
            end
        end
    end
endmodule
==> run.sh <==
#!/bin/bash
# OpenROAD 26Q1-2900-gdf79404cd8, Yosys 0.63+post, stock flow scripts
make -C /OpenROAD-flow-scripts/flow DESIGN_CONFIG=/design/flow/config.mk WORK_HOME=/design/flow/orfs finish
==> config.mk <==
export PLATFORM = sky130hd
export DESIGN_NAME = ascii_hex_to_dec_core
export DESIGN_NICKNAME = ascii_hex_to_dec_core
export VERILOG_FILES = /design/flow/design.v
export SDC_FILE = /design/flow/constraint.sdc
export NUM_CORES = 4
export LEC_CHECK = 1
export CORE_UTILIZATION = 30
==> constraint.sdc <==
current_design ascii_hex_to_dec_core

set clk_period 6.9
set clk_io_pct 0.2

create_clock -name clk0 -period $clk_period [get_ports {clk}]

set non_clock_inputs [all_inputs -no_clocks]
set_input_delay [expr $clk_period * $clk_io_pct] -clock clk0 $non_clock_inputs
set_output_delay [expr $clk_period * $clk_io_pct] -clock clk0 [all_outputs]
==> impl_metrics.py <==
# Metrics from the implementation run
metrics = {
    "synthesis": {
        "synthCells": 799,
        "largest_area_cell": "dfrtp_1",
        "flop_cell": "dfrtp_1",
        "ys_cells": 799,
        "avgSynthCellArea_sq_um": 10.7,
        "most_common_cell": "nand2_1",
        "synthTopCellsByArea": "dfrtp_1, nand2_1, mux2_2, o21ai_0, mux2i_1",
        "mappedNetlistArea_sq_um": 8570,
        "synth-seq-cells": 215,
        "yosysTopAreaCellShare_pct": 62.7,
        "async_flop_share_pct": 100,
        "yosys_area_sq_um": 8570,
        "synth.distinct_cells": 42,
        "yosys_warnings": 4,
        "edf_count": 0,
        "yosysSeqAreaShare_pct": 62.7,
        "synth.cells.most_frequent": "nand2_1, dfrtp_1, o21ai_0",
    },
    "critical_path": {
        "reg2reg_setup_slack_ps": 4740,
        "cp_num_buf_inv": 1,
        "cp.arrival_ps": 1750,
        "start_kind": "flop",
        "path_cells": "o31ai_1, clkdlybuf4s50_1",
        "path_class": "reg -> out",
        "path_delay_family": "buffers and inverters",
        "max_stage_delay_ps": 520,
        "cp_slowest_cell": "clkdlybuf4s50_1",
        "worst_setup_path_end_kind": "primary output",
        "crit_fanout": 3,
        "cp.required_ps": 5520,
    },
    "clock_network": {
        "htree_levels": 1,
        "postCtsHoldBufs": 0,
        "post-cts-setup-buffer-count": 0,
        "cts.sinks": 215,
        "cts_root_buf": "clkbuf_16",
        "cts_tree": "built",
        "clk-insertion-delay-late_ps": 520,
        "clock_path_buffers": 3,
        "cts_buffers": 24,
        "post_cts_resized": 0,
        "path_clk_slew_ps": 60,
    },
    "floorplan": {
        "fp-utilization_pct": 30.7,
        "fp-row-count": 61,
        "core_sq_um": 27900,
        "die-height_microns": 171,
        "ios": 65,
        "chipWidth_microns": 171,
        "dieArea_sq_um": 29300,
    },
    "global_routing": {
        "grt_max_degree": 130,
        "grt-ovfl-total": 0,
        "grt_pass1_wl_mm": 28.0,
        "antenna_found_initial": 0,
        "grt_use_total_pct": 11.9,
        "grt_pass1_vias": 5610,
    },
    "timing": {
        "finalClockSkew_ps": 28.5,
        "final_hold_viol_count": 0,
        "tightest_slew_ps": 757,
        "maxSlewViolCount": 0,
        "fin_setup_tns_ps": 0,
        "finalClockPeriodUsage_pct": 45.4,
        "max_clock_freq_mhz": 319,
        "finalSetupViolations": 0,
        "period_needed_ps": 3130,
        "rsz0062_at_grt": "false",
        "max_slew_margin_pct": 49.4,
    },
    "detailed_routing": {
        "drtIter0Drc": 307,
        "vias_per_cell": 4.54,
        "num_vias": 5656,
        "n_antenna_cell": 0,
        "drc": 0,
        "drt-wirelength-per-cell_microns": 12.6,
        "drt_wl_total_mm": 15.7,
        "firstDrtPassIters": 4,
        "ant_nets": 0,
    },
    "pwr": {
        "power_frac_comb_pct": 12.0,
        "switching_share_pct": 27.0,
        "p_leak_nw": 4.82,
        "power.internal_mw": 2.25,
        "max-vdd-ir-drop_mv": 0.207,
        "clock_power_share_pct": 40.5,
        "p_per_area_nw_per_um2": 298,
        "power_switching_uw": 831,
        "power_frac_seq_pct": 47.4,
    },
    "finish": {
        "area_delta_synth_final_pct": 20.7,
        "fill_cells": 2698,
        "layout-drive-gt1-share_pct": 11.2,
        "finalInstanceArea_sq_um": 10300,
    },
    "run": {
        "warnings": 28,
        "maxCapViolCount": 0,
    },
    "outcome": {
        "status": "finished, final reports clean",
    },
    "min_path": {
        "hold_path.class": "reg -> reg",
    },
    "placement": {
        "hpwlAfterDp_mm": 9.29,
        "place_area_sq_um": 9550,
        "port_buffers": 64,
        "gp_congestion": 0.786,
    },
}
-- logic make-up (layout without fill, tap and decap cells) --
group | Yosys count | count (layout) | share of synthesized area [%]
and+or+nand+nor | 331 | 331 | 15.8
DFF | 215 | 215 | 62.7
AOI/OAI and AO/OA | 118 | 118 | 8.29
muxes | 76 | 76 | 9.56
buffers and inverters | 54 | 123 | 2.92
adders and majority gates | 3 | 3 | 0.438
xor gates and xnor gates | 2 | 2 | 0.204
-- through the flow --
stage	hold WS [ps]	instances	util (%)	setup WS, ps	power, mW
finish	454	1246	37.0	3770	3.08
global placement	450	1202	34.2	3820	1.85
floorplan	408	799	-	4440	1.73
global route	489	1246	37.0	3640	3.25
detailed placement	454	1202	34.2	3800	1.86
CTS	453	1246	37.0	3730	3.13
-- power groups by stage --
| stage | clock network (mW) | logic, mW | registers (mW) |
|---|---|---|---|
| 6_report | 1.25 | 0.370 | 1.46 |
| 5_1_grt | 1.34 | 0.427 | 1.48 |
| 4_1_cts | 1.29 | 0.380 | 1.46 |
-- routing by layer --
layer,vias up,track usage [%],share of wire [%]
met2,107,17.4,43
met5,-,0,0
li1,2806,-,-
met3,25,2.03,4.7
met4,0,1.94,1.7
met1,2718,19.4,51
-- worst min-delay path: stages (launching register included) --
cell	delay [ps]
dfrtp_1	340
nand2_1	50
o21ai_0	60
-- cell type report --
type / count / area, sq um / area share (%)
Sequential cell: 215 / 5380 / 52.0
Multi-Input combinational cell: 530 / 2950 / 28.5
Timing Repair Buffer: 72 / 717 / 6.93
Clock buffer: 35 / 712 / 6.88
Tap cell: 378 / 473 / 4.57
Clock inverter: 9 / 87.6 / 0.847
Inverter: 7 / 26.3 / 0.254
-- cells in the final DEF, fill, tap and decap left out, types with 7 or more instances in the layout --
| master | instances |
|---|---|
| a22o_1 | 21 |
| buf_4 | 7 |
| clkbuf_16 | 24 |
| clkbuf_8 | 8 |
| clkdlybuf4s50_1 | 63 |
| dfrtp_1 | 214 |
| mux2_2 | 39 |
| mux2i_1 | 35 |
| nand2_1 | 267 |
| nand3_1 | 19 |
| nor2_1 | 14 |
| nor4_1 | 9 |
| o21ai_0 | 79 |
-- final timing paths --
check                                       startpoint                  end  depth (start not counted)
max in group asynchronous                        rst_n         u_b2b.busy_o                          2
max                        u_hex2bin.nibble_count_o[5]              ready_o                          2
min reg2reg                        u_b2b.shift_reg[12]  u_b2b.shift_reg[13]                          2
max reg2reg                               u_b2b.busy_o      u_b2b.bcd_o[34]                          4
min in group asynchronous                        rst_n            bcd_o[31]                          1
min                                u_b2b.shift_reg[12]  u_b2b.shift_reg[13]                          2
Power and IR drop assume default switching activity.
